**flow/design.v**
```verilog
module spi_slave (
    input  logic CLK,
    input  logic sck,
    input  logic cs_n,
    input  logic mosi,
    output logic miso,
    output logic [15:0] data_out,
    output logic rx_valid
);
    logic [15:0] shift_reg;
    logic [4:0]  bit_cnt;
    always_ff @(posedge sck or posedge cs_n) begin
        if (cs_n) begin
            bit_cnt   <= 5'd0;
            rx_valid  <= 1'b0;
        end else begin
            shift_reg <= {shift_reg[14:0], mosi};  
            bit_cnt   <= bit_cnt + 1;
            if (bit_cnt == 5'd15) begin
                data_out <= {shift_reg[14:0], mosi};
                rx_valid <= 1'b1;
                bit_cnt  <= 5'd0;
            end else begin
                rx_valid <= 1'b0;
            end
        end
    end
    assign miso = shift_reg[15];
endmodule
module top (
    input  logic CLK,     
    input  logic sck, mosi, cs_n,
    output logic miso,
    output logic ICE_46,  
    output logic ICE_48,  
    output logic ICE_47   
);
    logic [15:0] spi_data;
    logic unused_valid;
    spi_slave u_spi (
        .CLK(CLK), .sck(sck), .mosi(mosi), .cs_n(cs_n), .miso(miso),
        .data_out(spi_data), .rx_valid(unused_valid)
    );
    logic [1:0] cs_sync;
    logic [7:0] angle_x;
    logic [7:0] angle_y;
    always_ff @(posedge CLK) begin
        cs_sync <= {cs_sync[0], cs_n};  
        if (cs_sync == 2'b01) begin
            angle_x <= spi_data[15:8];
            angle_y <= spi_data[7:0];
        end
    end
    logic [15:0] width_x;
    logic [15:0] width_y;
    always_ff @(posedge CLK) begin
        width_x <= 16'd14400 + (angle_x * 16'd240);  
        width_y <= 16'd14400 + (angle_y * 16'd240);  
    end
    logic tick_24mhz;
    logic clk_div;
    always_ff @(posedge CLK) begin
        clk_div <= ~clk_div;
        tick_24mhz <= (clk_div == 0);
    end
    logic [18:0] pwm_cnt;
    always_ff @(posedge CLK) begin
        if (tick_24mhz) begin
            if (pwm_cnt >= 479999) pwm_cnt <= 0;
            else pwm_cnt <= pwm_cnt + 1;
        end
    end
    assign ICE_46 = (pwm_cnt < width_x);
    assign ICE_48 = (pwm_cnt < width_y);
    assign ICE_47 = 1'b1;  
endmodule
```
**flow/run.sh**
```bash
#!/bin/bash
# OpenROAD 26Q1-2900-gdf79404cd8, Yosys 0.63+post, stock flow scripts
make -C /OpenROAD-flow-scripts/flow DESIGN_CONFIG=/design/flow/config.mk WORK_HOME=/design/flow/orfs finish
```
**flow/config.mk**
```make
export PLATFORM = sky130hd
export DESIGN_NAME = top
export DESIGN_NICKNAME = top
export VERILOG_FILES = /design/flow/design.v
export SDC_FILE = /design/flow/constraint.sdc
export NUM_CORES = 4
export LEC_CHECK = 1
export CORE_UTILIZATION = 50
```
**flow/constraint.sdc**
```tcl
current_design top

set clk_period 5.8
set clk_io_pct 0.2

create_clock -name clk0 -period $clk_period [get_ports {CLK}]
create_clock -name clk1 -period $clk_period [get_ports {sck}]

set non_clock_inputs [all_inputs -no_clocks]
set_input_delay [expr $clk_period * $clk_io_pct] -clock clk0 $non_clock_inputs
set_output_delay [expr $clk_period * $clk_io_pct] -clock clk0 [all_outputs]
```
==> out/summary.txt <==
CP Launch Type = register
Max stage delay on crit path = 0.51 ns
cell area after synthesis = 0.00562 mm2
Synth Seq Share = 47.7%
Fin. Hold Viols = 0
vias in the first global route = 3090
Sw Ratio = 25.7%
Post-Route Utilization = 56.8%
vias post-DR = 3143
number of DRC markers in iteration 0 = 166
total congestion overflow = 0
Dominant flop cell = edfxtp_1
initial antenna violation count = 0
synthesis area per yosys = 0.00562 mm2
Max-area cell share = 35.8%
WP data required = 4.64 ns
top cells by area = edfxtp_1, ha_1, dfxtp_1, fa_1, inv_1
design internal power = 1.36 mW
PD cells = 297 mW/mm2
routability cong. = 0.821
yosys stat cell total = 478
CP max-delay cell = edfxtp_1
max FFs per register = 19
Core Box Area = 0.0109 mm2
clock power share = 33.3%
CTS tree = built
switching pwr = 0.473 mW
outcome = finished clean
worst-case vdd ir drop = 0.000286 V
Initial DRT Pass Iterations = 4
RSZ-0062 raised after global routing = no
Pins Over Slew Limit = 0
hold_buf cts = 0
IO Port Bufs = 5
Syn-to-layout area delta = 10.0%
worst slew pin tran = 0.763 ns
relative slew slack = 49.1%
CP Capture Type = output port
routed wire length = 7.67 mm
worst-path cell chain = ha_1 -> a21oi_1 -> nor2b_1 -> o21ai_0 -> nand2b_1 -> a211oi_1 -> o21a_1 -> clkdlybuf4s50_1
Num Clock Sinks = 99
Die ar. = 0.0117 mm2
via-per-instance ratio = 4.85
routed length per placed instance = 11.8 um
Tightest Hold Check Type = register to register
Flops after synth = 99
HPWL Detailed = 5.92 mm
n_diodes = 0
Synth cell types = 48
global-route wire length before repair = 13.7 mm
smallest hold slack = 0.352 ns
clock-pin transition on the worst setup and hold timing paths = 0.07 ns
cts repair resizes = 0
remaining antenna violation count = 0
final setup fails = 0
Residual DRC = 0
Die Ht = 108 um
Leakage = 2.72 nW
largest fanout on the critical path = 5
ys async rst share = 5.05%
share of cells above drive strength 1 = 8.07%
cell type with the largest total area = edfxtp_1
CP Data Arrival Time = 2.46 ns
critical path's top delay family = AND-OR/OR-AND gates
Ports = 8
setup TNS = 0 ns
Buf/Inv on CP = 1
yosys warns = 2
Max-Cap Viols = 0
Avg Inst Size Synth = 11.8 um2
fp util = 51.6%
tool warnings = 34
Die W = 108 um
setup bufs post-CTS = 0
pin count of the biggest net entering global routing = 22
cell count after synthesis = 478
Reg power frac = 46.6%
Post-synth EDFFs = 67
Worst Skew = 0.00783 ns
Crit Path Category = register to output port
all-layer global routing usage = 15.6%
FP Rows = 38
Comb pwr share = 20.2%
[power by group through the flow]
stage	Clock (mW)	Sequential [mW]	Combinational [mW]
6_report	0.611	0.856	0.371
5_1_grt	0.658	0.863	0.434
4_1_cts	0.628	0.857	0.377
[kinds of logic (layout without fill, tap and decap cells)]
group / Yosys count / count (layout) / share of synthesized area, %
buffers and inverters: 80 / 110 / 5.46
AND/OR/NAND/NOR: 110 / 110 / 9.98
AND-OR/OR-AND: 58 / 58 / 7.35
XOR/XNOR: 48 / 48 / 7.75
adder cells (fa/ha/maj): 82 / 82 / 21.7
other: 1 / 1 / 0.0668
flip-flops: 99 / 99 / 47.7
[layer usage]
layer	vias to the layer above	part of all wire (%)	track usage, %
li1	1656	-	-
met1	1440	51	25.4
met2	37	45	23.7
met3	10	2.7	3.31
met4	0	2.0	3.13
met5	-	0	0
[worst paths after layout]
check	slack, ns	from	depth (start not counted)	end
setup / recovery	2.18	pwm_cnt[12]	8	ICE_46
hold / removal	0.35	cs_sync[0]	0	cs_sync[1]
setup reg to reg	2.47	angle_x[3]	12	width_x[15]
hold reg to reg	0.35	cs_sync[0]	0	cs_sync[1]
max in group clk1	3.53	cs_n	2	u_spi.shift_reg[14]
max in group asynchronous	3.95	cs_n	2	u_spi.bit_cnt[4]
min in group clk1	0.44	u_spi.shift_reg[14]	0	u_spi.data_out[15]
min in group asynchronous	1.38	cs_n	2	u_spi.bit_cnt[3]
[Yosys cell counts, types with 5 or more instances]
library cell and number:
a21oi_1 17, dfrtp_1 5, dfxtp_1 27, edfxtp_1 67, fa_1 26, ha_1 56, inv_1 77, nand2_1 10
nand2b_1 8, nand3_1 14, nand4_1 5, nor2_1 40, nor2b_1 9, nor3_1 8, o21ai_0 12, xnor2_1 21
xor2_1 25
[placed cells by master (no fill, tap or decap), types with 3 or more instances in the layout]
cell type,netlist,routed
o21ai_0,12,12
edfxtp_1,67,67
buf_4,1,4
nor3_1,8,8
nand2b_1,8,8
a211oi_1,3,3
dfxtp_1,27,27
nand3_1,14,14
clkdlybuf4s50_1,0,5
and3_1,4,4
nor2b_1,9,9
xnor2_1,21,21
nand4_1,5,5
ha_1,56,56
dfrtp_1,5,5
nor2_1,40,40
o2111ai_1,3,3
a31oi_1,4,4
clkbuf_8,0,15
a21oi_1,17,17
inv_1,77,77
fa_1,26,26
xor2_1,25,25
nand2_1,10,10
o21a_1,4,4
[stage by stage]
step | cells | worst slack, ns | cell area (um2) | power [mW]
floorplan | 478 | 2.59 | 5620 | 1.18
global placement | 624 | 2.50 | 5860 | 1.24
detailed placement | 624 | 2.46 | 5860 | 1.25
CTS | 648 | 2.13 | 6180 | 1.86
global route | 648 | 1.97 | 6180 | 1.96
finish | 648 | 2.18 | 6180 | 1.84
[cell type report]
type | count | area, um2
well taps | 140 | 175
clock buffers | 17 | 235
clock inverters | 7 | 91.3
multi-input cells | 299 | 2630
repair buffers | 9 | 80.1
inverters | 77 | 289
flip-flops and latches | 99 | 2680
fillers | 867 | 4710
Power and IR drop assume default switching activity.
